==> ./design.v <==
`timescale 1ns / 1ns
module svn_sgmnt ( en , svn , clk_16M , data ) ;
output reg [ 3 : 0 ] en ;
output reg [ 6 : 0 ] svn ;
input wire [ 15 : 0 ] data ;
input wire clk_16M ;
reg [ 15 : 0 ] count = 16'b0 ;
reg [ 1 : 0 ] count2 = 3'b0 ;
reg [ 3 : 0 ] data_in = 4'b0 ;
always @ ( posedge clk_16M )
	begin
	if ( count < 16'hbb80 )
		count <= count + 16'b1 ;
	else
		begin
		count <= 16'b0 ;
		if ( count2 < 2'b11 )
			count2 <= count2 + 2'b1 ;
		else
			count2 <= 2'b0 ;
		end
	end
always @ ( count2 or data )
	begin
 	{ en , data_in } <= ( count2 == 2'b0 ) ? { 4'b1110 , data [ 3 : 0 ] } : ( count2 == 2'b01 ) ? { 4'b1101 , data [ 7 : 4 ] }
	: ( count2 == 2'b10 ) ? { 4'b1011 , data [ 11 : 8 ] } : ( count2 == 2'b11 ) ? { 4'b0111 , data [ 15 : 12 ] } : { 4'b1111 , 4'b0 } ;
	end
	always @ ( data_in )
		begin
		case ( data_in )
		4'b0000 : svn <= 7'b1000000 ;
		4'b0001 : svn <= 7'b1111001 ;
		4'b0010 : svn <= 7'b0100100 ;
		4'b0011 : svn <= 7'b0110000 ;
		4'b0100 : svn <= 7'b0011001 ;
		4'b0101 : svn <= 7'b0010010 ;
		4'b0110 : svn <= 7'b0000010 ;
		4'b0111 : svn <= 7'b1111000 ;
		4'b1000 : svn <= 7'b0000000 ;
		4'b1001 : svn <= 7'b0010000 ;
		4'b1010 : svn <= 7'b0001000 ;
		4'b1011 : svn <= 7'b0000011 ;
		4'b1100 : svn <= 7'b1000110 ;
		4'b1101 : svn <= 7'b0100001 ;
		4'b1110 : svn <= 7'b0000110 ;
		4'b1111 : svn <= 7'b0001110 ;
		default : svn <= 7'b1000000 ;
		endcase
		end
endmodule 
==> ./run.sh <==
#!/bin/bash
# OpenROAD 26Q1-2900-gdf79404cd8, Yosys 0.63+post, stock flow scripts
make -C /OpenROAD-flow-scripts/flow DESIGN_CONFIG=/design/flow/config.mk WORK_HOME=/design/flow/orfs finish
==> ./config.mk <==
export PLATFORM = sky130hd
export DESIGN_NAME = svn_sgmnt
export DESIGN_NICKNAME = svn_sgmnt
export VERILOG_FILES = /design/flow/design.v
export SDC_FILE = /design/flow/constraint.sdc
export NUM_CORES = 4
export LEC_CHECK = 1
export CORE_AREA = 10 10 107 107
export DIE_AREA = 0 0 117 117
==> ./constraint.sdc <==
current_design svn_sgmnt

set clk_period 4.5
set clk_io_pct 0.2

create_clock -name clk0 -period $clk_period [get_ports {clk_16M}]

set non_clock_inputs [all_inputs -no_clocks]
set_input_delay [expr $clk_period * $clk_io_pct] -clock clk0 $non_clock_inputs
set_output_delay [expr $clk_period * $clk_io_pct] -clock clk0 [all_outputs]
==> impl_metrics.json <==
{
  "yosys_area_mm2": 0.00120,
  "holdPathEnd": "count[0]",
  "postCtsResizedCells": 0,
  "worstPathArrival_ns": 3.11,
  "io_pins": 28,
  "critPathMostFrequentCell": "clkdlybuf4s50_1",
  "hold_viol": 0,
  "cp-start-kind": "input port",
  "drtPass1Iterations": 4,
  "grt_max_degree": 19,
  "ys_seq_share_pct": 31.7,
  "post-route-period-util_pct": 89.2,
  "comb_power_share_pct": 11.7,
  "final.setup_skew_ns": 0.000806,
  "p_per_area_mw_per_mm2": 199,
  "fin_setup_tns_ns": 0,
  "seq_power_share_pct": 49.3,
  "xor_area_share_pct": 9.48,
  "min_path_type": "reg -> reg",
  "rows": 35,
  "ant_nets": 0,
  "crit_type": "in -> out",
  "cp_slowest_cell": "clkdlybuf4s50_1",
  "grt.total_usage_pct": 3.67,
  "max_stage_delay_ns": 0.48,
  "yosysWarnings": 1,
  "r2r_cells": 3,
  "status": "finished, final reports clean",
  "power.share.switching_pct": 19.0,
  "power.switching_mw": 0.0622,
  "chipArea_mm2": 0.0137,
  "final_cell_mix": "clkdlybuf4s50_1 (27), nor2_1 (20), dfxtp_1 (16), nand2_1 (14), ha_1 (13)",
  "post_cts_buffers": 0,
  "startpoint": "data[12]",
  "insertion_delay_ns": 0.25,
  "slew-limit-headroom_pct": 47.4,
  "cts_root_buf": "clkbuf_8",
  "edf_count": 2,
  "r2r_end": "count2[1]",
  "drv_slew": 0,
  "grt_overflow": 0,
  "path_clk_slew_ns": 0.06,
  "cts_tree": "yes",
  "cp_max_fo": 7,
  "simple_gate_area_share_pct": 22.6,
  "drc": 0,
  "vias": 1012,
  "postRouteWirelength_um": 2470,
  "lay_top_count": "clkdlybuf4s50_1",
  "cts_sinks": 18,
  "syn2layout_area_growth_pct": 37.1,
  "synthesis.area_mm2": 0.00120,
  "fa_ha_area_share_pct": 13.5,
  "antenna_cells": 0,
  "setup_violations": 0,
  "leakagePower_nw": 0.667,
  "flop_cell": "dfxtp_1",
  "layout_min_cycle_time_ns": 4.01,
  "syn_area_per_cell_um2": 8.52,
  "critPathCaptureType": "primary output",
  "min_from": "count[0]",
  "rsz0062_at_grt": "no",
  "ys_sh_mux_pct": 2.50,
  "max-cap-violations": 0,
  "ys_types": 37,
  "ys_ff": 18,
  "synthCells": 141,
  "die_y_um": 117,
  "num-fill-cells": 1015,
  "drive_gt1_share_pct": 7.10,
  "top_logic_kind": "simple AND/OR/NAND/NOR gates",
  "ys_cells": 141,
  "numPortBuffers": 27,
  "cp_data_required_time_ns": 3.60,
  "dp_hpwl_um": 1890,
  "r2r_slack_ns": 2.74,
  "drtIter0Drc": 69,
  "clockBufferDepth": 2,
  "worstPathCellList": "clkdlybuf4s50_1 > nand2_1 > o211ai_1 > o221ai_1 > inv_1 > ha_1 > nand3_1 > a21boi_0 > mux2i_1 > clkdlybuf4s50_1",
  "core-area_mm2": 0.00920,
  "clock_power_share_pct": 39.0,
  "antenna_found_initial": 0,
  "tightest_slew_ns": 0.784,
  "p_int_mw": 0.266,
  "vdd_drop_max_mv": 0.117,
  "synthArstFlopShare_pct": 0,
  "max_freq_mhz": 249,
  "r2r-start": "count[7]",
  "ys_sh_aoi_pct": 14.9,
  "viasPerCell": 3.61,
  "warning_count": 35,
  "wl_per_cell_um": 8.81,
  "finalPower_mw": 0.328,
  "numCtsBuffers": 3,
  "min_path_cells": 1,
  "die_w_um": 117,
  "gp_congestion": 0.840,
  "fp-utilization_pct": 13.1,
  "htreeDepth": 1,
  "hold_buffers": 0,
  "grt_pass1_vias": 1005,
  "grt_pass1_wl_um": 4280
}
## power groups by stage
stage	sequential [mW]	clock (mW)	combinational [mW]
after global routing	0.162	0.142	0.0422
after CTS	0.162	0.131	0.0387
final	0.162	0.128	0.0382
## state kept, by name (all words and copies together), names as in the netlist
register,flops
count,16
count2,2
## worst max-delay path, delay by kind of cell
| family | cells | cell delay, ns |
|---|---|---|
| buffers and inverters | 3 | 1.11 |
| adder cells (fa/ha/maj) | 1 | 0.17 |
| AND-OR/OR-AND | 3 | 0.65 |
| AND/OR/NAND/NOR | 2 | 0.14 |
| multiplexers | 1 | 0.13 |
## area by class of cell
type	instances	area (um2)	share of cell area (%)
clock buffer	4	55.1	3.34
sequential	18	380	23.1
inverter	10	37.5	2.28
multi-input combinational	109	757	46.0
timing repair buffer	28	278	16.9
tap	111	139	8.43
## logic make-up (layout without fill, tap and decap cells)
family | after synthesis | count (layout)
AOI/OAI and AO/OA | 23 | 23
buffers and inverters | 14 | 42
and+or+nand+nor | 57 | 57
muxes | 3 | 3
adders and majority gates | 13 | 13
xor gates and xnor gates | 13 | 13
DFF | 18 | 18
## worst max path at each step
stage	slack, ns	to
4_1_cts	0.46	svn[3]
5_1_grt	0.30	svn[3]
6_report	0.49	svn[3]
## metrics by stage
step	utilization (%)	hold slack [ns]	area, um2	instances	setup WS (ns)
floorplan	-	0.413	1200	141	1.55
global placement	17.3	0.424	1590	276	0.506
detailed placement	17.3	0.437	1590	276	0.488
CTS	17.9	0.446	1650	280	0.462
global route	17.9	0.472	1650	280	0.299
finish	17.9	0.445	1650	280	0.487
## metal layers
metal | routed length [um] | part of all wire (%) | global-route usage [%] | vias up
li1 | - | - | - | 540
met1 | 1270 | 52 | 4.92 | 437
met2 | 879 | 36 | 5.66 | 35
met3 | 315 | 13 | 1.55 | 0
met4 | 0 | 0 | 0.165 | 0
met5 | 0 | 0 | 0 | -
## synthesized netlist by cell type (2+ instances only)
cell type  instances  area, um2
xnor2_1            6       52.6
o21ai_0            6       30.0
and3_1             4       25.0
mux2i_1            3       30.0
nor2b_1            2       12.5
o221ai_1           2       17.5
buf_2              3       15.0
a22o_1             3       26.3
inv_1              9       33.8
nand2_1           14       52.6
nand3_1            7       35.0
ha_1              13        163
nand4_1            2       12.5
o211ai_1           2       15.0
nor2_1            20       75.1
edfxtp_1           2       60.1
xor2_1             7       61.3
nor3_1             2       10.0
dfxtp_1           16        320
Power figures rest on the tool's default switching activity, not on a simulated workload.
