==> flow/design.v <==
`timescale 1ns / 1ns
module ADC128S102 ( o_single_data , data_0 , data_1 , sck , cs , i_single_data , clk_32M , enable , clk_16M , s ) ; 
output reg [ 1 : 0 ] o_single_data = 2'b00 , cs = 2'b11 , sck = 2'b11  ;
output reg [ 15 : 0 ] data_0 = 16'b0 , data_1 = 16'b0 ;
input wire clk_32M , enable , clk_16M ;
input wire [ 1 : 0 ] i_single_data ;
input wire [ 7 : 0 ] s ;
reg [ 15 : 0 ] conversion_data_0 = 16'b0 , conversion_data_1 = 16'b0 ;
reg [ 3 : 0 ] counter = 4'b0000 ; 
reg [ 2 : 0 ] address = 3'b000 ;
always @ ( clk_16M or enable or cs )
	begin
	if ( enable == 1'b1 )
		begin
		if ( cs == 2'b0 )
			begin
			sck = { 2 { clk_16M } } ;
			end
		else
			sck = 2'b11 ;
		end
	else
		sck = 2'b11 ;
	end
always @ ( negedge clk_32M )
	begin
	if ( enable == 1'b1 )
		begin 
		if ( cs == 2'b11 )
			begin
			if ( clk_16M == 1'b1 )
				cs <= 2'b0 ;
			else 
				cs <= 2'b11 ;
			end
		else
			begin
			if ( sck == 2'b11 )
				begin
				{ conversion_data_0 [ 4'hf - counter ] , conversion_data_1 [ 4'hf - counter ] } <= { i_single_data [ 0 ] , i_single_data [ 1 ] } ;
				if ( counter < 4'hf )
					counter <= counter + 4'b1 ;
				else
					counter <= 4'b0 ;
					{ data_0 , data_1 } <= { conversion_data_0 , conversion_data_1 } ;
				end
			else
				begin
				if ( counter == 4'b0010 )
					o_single_data <= { 2 { address [ 2 ] } } ;
			   else if ( counter == 4'b0011 )
					o_single_data <= { 2 { address [ 1 ] } } ;
				else if ( counter == 4'b0100 )
					o_single_data <= { 2 { address [ 0 ] } } ;
				else
					o_single_data <= 2'b0 ;
				end
			end
		end
	else
		begin
		counter <= 4'b0 ;
		cs <= 2'b11 ;
		o_single_data <= 2'b0 ;
		{ conversion_data_0 , conversion_data_1 } <= { 2 { 16'b0 } } ;
		{ data_0 , data_1 } <= { 2 { 16'b0 } } ;
		end
	end		
always @ ( s or enable )
	begin
	if ( enable == 1'b1 )
		begin
		case ( s ) 
			8'b00000001 : address <= 3'b000 ;
			8'b00000010 : address <= 3'b001 ;
			8'b00000100 : address <= 3'b010 ;
			8'b00001000 : address <= 3'b011 ;
			8'b00010000 : address <= 3'b100 ;
			8'b00100000 : address <= 3'b101 ;
			8'b01000000 : address <= 3'b110 ;
			8'b10000000 : address <= 3'b111 ;
			default : address <= 3'b000 ;
		endcase
		end
	else 
		address <= 3'b0 ;
	end
endmodule 
==> flow/run.sh <==
#!/bin/bash
# OpenROAD 26Q1-2900-gdf79404cd8, Yosys 0.63+post, stock flow scripts
make -C /OpenROAD-flow-scripts/flow DESIGN_CONFIG=/design/flow/config.mk WORK_HOME=/design/flow/orfs finish
==> flow/config.mk <==
export PLATFORM = sky130hd
export DESIGN_NAME = ADC128S102
export DESIGN_NICKNAME = ADC128S102
export VERILOG_FILES = /design/flow/design.v
export SDC_FILE = /design/flow/constraint.sdc
export NUM_CORES = 4
export LEC_CHECK = 1
export CORE_AREA = 10 10 70 70
export DIE_AREA = 0 0 80 80
==> flow/constraint.sdc <==
current_design ADC128S102

set clk_period 1.8
set clk_io_pct 0.2

create_clock -name clk0 -period $clk_period [get_ports {clk_32M}]

set non_clock_inputs [all_inputs -no_clocks]
set_input_delay [expr $clk_period * $clk_io_pct] -clock clk0 $non_clock_inputs
set_output_delay [expr $clk_period * $clk_io_pct] -clock clk0 [all_outputs]
==> flow_metrics.py <==
# Flow results
metrics = {
    "clock_tree": {
        "clk_pin_slew_worst_paths_ns": 0.04,
        "late_pin_clk_latency_ns": 0.32,
        "clock_sink_count": 6,
        "cts-hold-fix-buffers": 0,
        "cts.htree.levels": 1,
        "ctsLongestPathBuffers": 2,
        "clockRootBuffer": "sky130_fd_sc_hd__clkbuf_4",
        "tritoncts": "yes",
        "cts-buffers-inserted": 3,
    },
    "route": {
        "detail_route.wirelength_um": 1740,
        "vias_per_cell": 3.66,
        "drc_marker_count_from_the_first_detailed_route_iteration": 22,
        "diodes": 0,
        "detailedRoute.firstPassIterationCount": 4,
        "count_of_nets_left_with_antenna_violations_after_detail_routing": 0,
        "post_drt_wl_per_cell_um": 9.87,
        "dr_total_vias": 645,
        "drc": 0,
    },
    "critical_path": {
        "timing.critical_path.depth": 4,
        "critPathRequiredTime_ns": 1.44,
        "endpoint_kind": "primary output",
        "cp-start-kind": "register",
        "worstPathArrival_ns": 1.90,
        "path_delay_family": "flip-flops",
        "rrSetupSlack_ns": 0.15,
        "worst-path-max-fanout": 3,
        "rr_endpoint": "o_single_data[0]$_SDFFE_NN0P_",
        "r2r.worst_path.cells": 6,
        "critical-path-slowest-cell": "sky130_fd_sc_hd__dfxtp_2",
        "critical_path.cell_chain": "buf_6 -> nor2_4 -> nand2_2 -> buf_2",
        "timing_worst_setup_path_type": "register to primary output",
        "worst-path-buf-inv": 2,
        "critical_path.max_stage_delay_ns": 0.31,
        "startpoint_of_the_worst_register_to_register_path": "counter[1]$_SDFFE_NN0P_",
    },
    "floorplan": {
        "rows": 21,
        "top_level_ports": 51,
        "core_area_um2": 3420,
        "die_area_um2": 6400,
        "floorplan_utilization_pct": 21.8,
        "dieHeight_um": 80,
        "die_x_um": 80,
    },
    "timing": {
        "timing.final.max_slew_violations": 0,
        "grt_setup_unrepaired": "yes",
        "setup_viol": 8,
        "timing.clock.skew_ns": 0.0209,
        "fin_worst_hold_slack_ns": 0.597,
        "report.final.hold_viol_count": 0,
        "postLayoutSetupSlackWorst_ns": -0.461,
    },
    "global_routing": {
        "grt_util_all_layers_pct": 5.06,
        "antenna_found_initial": 0,
        "vias_in_the_first_global_route": 671,
        "grt_max_degree": 10,
        "grt_pass1_wl_um": 2790,
        "gr-total-overflow": 0,
    },
    "worst_hold_path": {
        "holdPathStages": 3,
        "min_to": "o_single_data[0]$_SDFFE_NN0P_",
        "hp-start": "o_single_data[0]$_SDFFE_NN0P_",
        "worst_hold_path_type": "register to register",
    },
    "layout": {
        "comb_cell_area_um2": 485,
        "layoutNonFillerInstCount": 176,
        "finish.utilization_pct": 29.4,
        "p_r_area_growth_vs_syn_pct": 34.8,
        "layout-drive-gt1-share_pct": 33.8,
        "final_design_area_no_fill_um2": 1000,
        "ff_latch_area_um2": 123,
        "fill_cells": 360,
    },
    "power": {
        "total_power_mw": 0.427,
        "power-per-cell-area_nw_per_um2": 425,
        "peakVddDrop_uv": 85.6,
        "static_leak_nw": 0.482,
    },
    "yosys": {
        "synth.distinct_cells": 30,
        "synth_area_leader_cell": "sky130_fd_sc_hd__buf_4",
        "synth_cells": 95,
        "synth-seq-area-share_pct": 16.1,
        "edf_count": 0,
        "synth_async_sr_flop_share_pct": 0,
        "synth_top_area_share_pct": 35.3,
        "top_cell": "sky130_fd_sc_hd__buf_4",
        "ys.flop_type": "sky130_fd_sc_hd__dfxtp_1",
        "ys.flops": 6,
        "netlist_top_cells_area": "sky130_fd_sc_hd__buf_4 (35%), sky130_fd_sc_hd__dfxtp_1 (16%), sky130_fd_sc_hd__ha_1 (5.0%)",
        "synth.yosys.warnings": 1,
        "ys_top_cells_by_count": "sky130_fd_sc_hd__buf_4 (35), sky130_fd_sc_hd__nor2_1 (9), sky130_fd_sc_hd__dfxtp_1 (6), sky130_fd_sc_hd__inv_1 (6), sky130_fd_sc_hd__nand2_1 (4)",
        "ys_cells": 95,
        "synthesis.area_per_instance_um2": 7.84,
        "synthesis.area_um2": 744,
        "ys_chip_area_um2": 744,
    },
    "placed_design": {
        "place_inst": 161,
        "io_buffer_count": 16,
        "gp_congestion": 0.766,
        "detailed_place.area_um2": 895,
        "dp.final_hpwl_um": 1410,
    },
    "run": {
        "max_cap_violations": 0,
        "openroad.warnings": 38,
    },
    "outcome": {
        "violations": "setup timing",
        "outcome": "complete, but fails checks",
    },
}
-- per-layer routing --
layer  wire, µm  share of wire (%)  global-route usage, %
met2        853                 49                   7.95
met3        163                9.4                   2.73
met1        695                 40                   5.82
met5          0                  0                      0
met4         24                1.4                   1.41
-- worst max-delay path by stage --
| stage | start | to | slack (ns) |
|---|---|---|---|
| 6_report | cs[0]$_SDFFE_NN1P_ | sck[1] | -0.46 |
| 4_1_cts | s[2] | o_single_data[0]$_SDFFE_NN0P_ | -0.49 |
| 5_1_grt | cs[0]$_SDFFE_NN1P_ | sck[0] | -0.52 |
-- worst register-to-register path, delay by kind of cell (launching register included) --
| family | cells | cell delay (ns) |
|---|---|---|
| AND-OR/OR-AND | 5 | 0.92 |
| flip-flops | 1 | 0.36 |
| adder cells (fa/ha/maj) | 1 | 0.29 |
-- logic make-up (layout without fill, tap and decap cells) --
| kind of cell | after synthesis | count (layout) | synth area share [%] |
|---|---|---|---|
| XOR/XNOR | 4 | 4 | 4.71 |
| other | 1 | 32 | 0.504 |
| adder cells (fa/ha/maj) | 3 | 3 | 5.04 |
| AND/OR/NAND/NOR | 25 | 25 | 18.3 |
| buffers and inverters | 42 | 46 | 38.8 |
| AND-OR/OR-AND | 14 | 14 | 16.5 |
| flip-flops | 6 | 6 | 16.1 |
-- where the power goes --
group          internal, mW  switching, mW
sequential            0.138        0.00248
combinational        0.0590         0.0452
clock                0.0942         0.0880
total                 0.291          0.136
-- registers in the layout, summed over array words and instances, names as in the netlist --
| register | flops |
|---|---|
| o_single_data | 1 |
| counter | 4 |
| cs | 1 |
-- repair_timing --
| item | 4_1_cts | 5_1_grt |
|---|---|---|
| buffers inserted | 7 | 2 |
| endpoints found under the setup margin | 12 | 8 |
| pin swaps | 9 | 6 |
| resized | 63 | 3 |
-- stage by stage --
stage	setup TNS (ns)	setup slack, ns
2_1_floorplan	-0.661	-0.495
3_3_place_gp	-5.93	-1.01
3_5_place_dp	-5.98	-1.03
4_1_cts	-2.69	-0.488
5_1_grt	-2.75	-0.517
6_report	-2.40	-0.461
-- placed cells by master, fill, tap and decap left out, types with 2 or more instances in the layout --
| cell | count |
|---|---|
| sky130_fd_sc_hd__dfxtp_2 | 2 |
| sky130_fd_sc_hd__ha_1 | 3 |
| sky130_fd_sc_hd__nand2_1 | 3 |
| sky130_fd_sc_hd__buf_6 | 8 |
| sky130_fd_sc_hd__dfxtp_1 | 4 |
| sky130_fd_sc_hd__buf_4 | 13 |
| sky130_fd_sc_hd__conb_1 | 32 |
| sky130_fd_sc_hd__xor2_1 | 3 |
| sky130_fd_sc_hd__inv_1 | 10 |
| sky130_fd_sc_hd__o21ai_1 | 3 |
| sky130_fd_sc_hd__clkbuf_4 | 3 |
| sky130_fd_sc_hd__dlygate4sd2_1 | 2 |
| sky130_fd_sc_hd__nor4b_1 | 2 |
| sky130_fd_sc_hd__buf_2 | 6 |
| sky130_fd_sc_hd__nor2_1 | 8 |
| sky130_fd_sc_hd__a21oi_1 | 2 |
-- final cells by class --
class / instances / area share [%]
Clock buffer: 3 / 2.24
Tap cell: 46 / 5.74
Timing Repair Buffer: 32 / 26.1
Sequential cell: 6 / 12.2
Clock inverter: 6 / 2.24
Multi-Input combinational cell: 78 / 48.4
Inverter: 5 / 3.12
Power figures rest on the tool's default switching activity, not on a simulated workload.
