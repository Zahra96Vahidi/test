$ cat design/flow/run.sh
#!/bin/bash
# OpenROAD 26Q1-2900-gdf79404cd8, Yosys 0.63+post, stock flow scripts
make -C /OpenROAD-flow-scripts/flow DESIGN_CONFIG=/design/flow/config.mk WORK_HOME=/design/flow/orfs finish
$ cat design/flow/config.mk
export PLATFORM = sky130hd
export DESIGN_NAME = debouncer_module
export DESIGN_NICKNAME = debouncer_module
export VERILOG_FILES = /design/flow/design.v
export SDC_FILE = /design/flow/constraint.sdc
export NUM_CORES = 4
export LEC_CHECK = 1
export CORE_AREA = 10 10 105 105
export DIE_AREA = 0 0 115 115
$ cat design/flow/constraint.sdc
current_design debouncer_module

set clk_period 4.4
set clk_io_pct 0.2

create_clock -name clk0 -period $clk_period [get_ports {clk_16M}]

set non_clock_inputs [all_inputs -no_clocks]
set_input_delay [expr $clk_period * $clk_io_pct] -clock clk0 $non_clock_inputs
set_output_delay [expr $clk_period * $clk_io_pct] -clock clk0 [all_outputs]
$ cat design/flow/design.v
`timescale 1ns / 1ns
module debouncer_module ( set_rst_flag , pb , clk_16M ) ;
output set_rst_flag ;
input pb , clk_16M ;
reg set_rst_flag = 1'b0 ;
reg set_flag = 1'b1 ;
reg rst_flag = 1'b1 ; 
reg [17:0] counter ;
always @ ( posedge clk_16M )
	begin
	if ( pb == 1'b0 )
		begin
		if ( ( set_rst_flag == 1'b0 ) && ( rst_flag == 1'b1 ) )
			begin
			if ( counter < { 2'b10 , 16'h7100 } )
				counter <= counter + 18'b1 ;
			else
				begin
				counter <= 18'b0 ;
				set_rst_flag <= 1'b1 ;
				set_flag <= 1'b0 ;
				end
			end
		else	if ( ( set_rst_flag == 1'b1 ) && ( set_flag == 1'b1 ) )
			begin
			if ( counter < { 2'b10 , 16'h7100 } )
				counter <= counter + 18'b1 ;
			else
				begin
				counter <= 18'b0 ;
				set_rst_flag <= 1'b0 ;
				rst_flag <= 1'b0 ;
				end
			end
		end
	else
		begin
		counter <= 18'b0 ;
		set_flag <= 1'b1 ;
		rst_flag <= 1'b1 ;
		end
	end
endmodule 
==> impl.org <==
#+TITLE: Implementation results

** Logic synthesis
- Most instantiated flip-flop cell in the synthesis netlist :: dfxtp_1
- Area of the synthesized netlist per yosys stat :: 994.7 sq um
- EDFF count, synth :: 1
- Synth Seq Share :: 43.27%
- After technology mapping, the gate count stands at 111.
- The main area contributors are dfxtp_1 40%, xnor2_1 9.7%, nor2_1 7.2%.
- The mapped netlist covers 994.7 sq um.
- Asr flop ratio synth :: 0%
- Sorting the Yosys area breakdown by cell type puts at the top dfxtp_1.
- Register bit count reported by yosys :: 21
- Post-synthesis average cell area :: 8.961 sq um
- Most used standard cell by instance count after synthesis :: dfxtp_1
- The top cell type by area accounts for 40.25% of the synthesized area.
- Yosys Instances :: 111
- Most used standard cells in the synthesized netlist :: 20 x dfxtp_1, 19 x nor2_1, 11 x xnor2_1
- Cell Type Count :: 30
- Counting the warning lines in the Yosys log gives 1.

** Placement
- The placed instances occupy a cell area of 1144 sq um.
- Including well taps, the total number of placed cells is 220.
- Worst slack after detailed placement :: 2.219 ns
- Sum of net half-perimeters after detailed placement :: 1311 um
- Routability Congestion :: 0.7990
- In this run the tool buffered the top-level ports with 2 buffer cells.

** Final timing
- Final setup skew :: 0.003419 ns
- In the final report, the number of hold violations comes to 0.
- Number of setup violations in the final report :: 0
- Worst hold slack :: 0.4911 ns
- Across all checked pins, the minimum headroom to the slew limit is 59.77%.
- Derived from the worst setup path, the maximum achievable clock frequency is 0.4498 GHz.
- Setup slack of the critical path after layout :: 2.177 ns
- Transition at the pin with the smallest max-transition slack :: 0.5979 ns
- Adding up every negative setup slack in the final design gives 0 ns.
- RSZ-0062 raised after global routing :: false
- The final max-slew violation count recorded for this run is 0.
- Crit share post-route :: 50.53%
- After layout, the minimum clock period comes to 2.223 ns.

** CTS
- Skew-Pair Late Insertion Delay :: 0.26 ns
- Resize count post-CTS :: 0
- Number of buffers inserted to repair setup after CTS :: 0
- Buffers inserted during clock tree synthesis total 3.
- The root buffer cell chosen for the clock tree is clkbuf_8.
- Clock tree from TritonCTS :: yes
- In this run, post-CTS hold repair placed 0 buffers.
- Per the post-CTS timing run, clock transition at the registers of the reported paths is 0.07 ns.
- The number of clock sinks came to 21.
- The clock passes through at most 2 buffers.
- Looking at the clock tree report, the H-tree level count equals 1.

** Pwr
- The script computed a power per unit cell area of 277.1 nW/um^2.
- The leakage power in the latest report is 0.3739 nW.
- Switching power of the nets :: 0.06696 mW
- Total power :: 0.3294 mW
- The internal power of the cells totals 0.2624 mW.
- Of the total power, the share spent switching nets is 20.33%.
- Fraction of power consumed by combinational cells :: 2.9%
- Looking at the power breakdown, the clock network takes 37.6% of the total.
- IR analysis of the VDD net gives a maximum drop of 0.0001155 V.
- The flow reports that sequential cells draw 59.5% of the design power.

** Setup path
- Per the STA report, the cell with the highest stage delay on the worst path is nor4_1.
- For the worst reg-to-reg path, the endpoint reported by OpenROAD is counter[16]$_SDFFE_PP0P_.
- Family with the most delay on the worst path :: simple AND/OR/NAND/NOR gates
- Setup slack on the worst reg-to-reg path comes out at 2.18 ns.
- Depth of the critical timing path with buffers and inverters included :: 5
- Critical path cell sequence :: mux2i_1, buf_4, nor4_1, mux2_2, a2111oi_0
- Per STA, the highest per-stage delay on the worst path measures 0.58 ns.
- Per STA, the startpoint of the critical path is set_rst_flag$_DFFE_PP_.
- Nature of the critical path startpoint :: flop
- Start of the worst register-to-register path :: set_rst_flag$_DFFE_PP_
- According to the timing report, the arrival time at the worst endpoint equals 2.36 ns.
- Cell count of the worst reg-to-reg path :: 5
- The script reports the combined buffer and inverter count of the critical path as 1.
- The report shows a maximum critical-path fanout of 20.
- The critical path endpoint has a required time of 4.54 ns.
- STA classifies the critical path endpoint as a flop.
- The worst setup path is of the reg -> reg kind.

** Global routing
- Wire length of the first global-routing pass :: 3042 um
- In the global route stage, met1 resource usage came out at 4.057%.
- met2 track demand over resource after global routing is 3.754%.
- The number of antenna violations at the first check in global routing was 0.
- met3 track demand over resource after global routing is 1.266%.
- The number of global-route vias before repair was 673.
- Across every metal layer, demand over resource in global routing totals 2.755%.
- Entering global routing, the biggest net connects 21 pins.
- Final global-route overflow total :: 0
- Looking at the global route congestion table, the highest-usage layer is met1.

** Floorplan
- Boundary Pins :: 3
- Cell row count :: 34
- Horizontal die dimension :: 115 um
- Initial core utilization :: 11.35%
- The die is 115 um tall.
- Area of the core :: 8763 sq um
- In this run the full chip footprint comes out at 13230 sq um.

** Routing
- Initial detailed-routing violation count :: 48
- Routed WL :: 1854 um
- Detailed routing inserted a total of 797 vias.
- Routed wirelength normalized by instance count :: 8.277 um
- Number of nets with antenna violations after detailed routing :: 0
- The number of antenna diodes in the final layout is 0.
- First-pass iteration count of the detailed router :: 4
- In the routed design, unresolved DRC markers number 0.
- For this run, the detailed router reports a per-instance via density of 3.558.

** Min path
- Path type of the worst min-delay path :: reg -> reg
- Cell count of the worst hold path :: 2
- For hold timing, the worst endpoint is set_flag$_SDFFE_PP1P_.
- Critical hold path startpoint :: set_flag$_SDFFE_PP1P_

** Final layout
- Final core utilization :: 13.56%
- The layout stage reports a final design area of 1189 sq um.
- Post-Layout Cell Count :: 224
- Fraction of layout instances using a drive strength above 1 :: 7.759%
- Per the run report, area growth between synthesis and finish was 19.50%.

** Job
- Log Warnings :: 25
- Number of max-cap violations :: 0

** Run status
- The run finished with clean final reports.
cell usage in the layout, fill, tap and decap left out, types with 2 or more instances in the layout:
cell and count:
dfxtp_1 20, nor2_1 19, xnor2_1 11, nor4_1 7, nand4_1 7, nand3_1 6
o21ai_0 5, nand2_1 5, inv_1 3, mux2i_1 3, clkbuf_8 3, nor3_1 2
o221a_2 2, o211a_1 2, or3_1 2, clkdlybuf4s50_1 2, buf_4 2
power groups by stage:
| stage | logic (mW) | clock network (mW) | registers [mW] |
|---|---|---|---|
| 4_1_cts | 0.00975 | 0.127 | 0.196 |
| 5_1_grt | 0.0109 | 0.136 | 0.196 |
| 6_report | 0.00960 | 0.124 | 0.196 |
metal layers:
layer  vias to the layer above  part of all wire, %
li1                        415                    -
met4                         0                    0
met3                         0                  4.4
met1                       377                   56
met5                         -                    0
met2                         5                   39
worst register-to-register path, delay by kind of cell (launching register included):
family / cells / cell delay (ns)
flip-flops: 1 / 0.44
AND/OR/NAND/NOR: 1 / 0.58
multiplexers: 2 / 0.55
buffers and inverters: 1 / 0.21
AND-OR/OR-AND: 1 / 0.34
sequential cells by signal, summed over array words and instances (netlist names):
register	cells
counter	18
rst_flag	1
set_flag	1
set_rst_flag	1
cell type report:
class | count | area (sq um)
inverters | 3 | 11.26
clock buffers | 4 | 45.04
multi-input cells | 84 | 531.8
repair buffers | 4 | 35.03
fillers | 984 | 7575
flip-flops and latches | 21 | 430.4
well taps | 108 | 135.1
cell families (layout without fill, tap and decap cells):
kind of cell,Yosys count,count (layout),share of synthesized area [%]
muxes,4,4,4.151
adders and majority gates,1,1,1.258
DFF,21,21,43.27
and+or+nand+nor,54,54,27.93
AOI/OAI and AO/OA,13,13,9.560
xor gates and xnor gates,12,12,10.57
buffers and inverters,6,11,3.270
how the worst max path moves through the flow:
stage,to,slack [ns]
CTS,counter[16]$_SDFFE_PP0P_,2.20
global route,counter[16]$_SDFFE_PP0P_,1.99
finish,counter[16]$_SDFFE_PP0P_,2.18
Power is estimated from default activity; no workload was simulated.
